--- flow/config.mk ---
export PLATFORM = sky130hd
export DESIGN_NAME = fifo
export DESIGN_NICKNAME = fifo
export VERILOG_FILES = /design/flow/design.v
export SDC_FILE = /design/flow/constraint.sdc
export NUM_CORES = 4
export LEC_CHECK = 1
export CORE_UTILIZATION = 30
--- flow/constraint.sdc ---
current_design fifo

set clk_period 2.6
set clk_io_pct 0.2

create_clock -name clk0 -period $clk_period [get_ports {clk}]

set non_clock_inputs [all_inputs -no_clocks]
set_input_delay [expr $clk_period * $clk_io_pct] -clock clk0 $non_clock_inputs
set_output_delay [expr $clk_period * $clk_io_pct] -clock clk0 [all_outputs]
--- flow/design.v ---
`timescale 1ns / 1ps
module fifo(
    input wire clk,
    input wire rst,
    input wire write_en,
    input wire read_en,
    input wire [9:0] data_in,
    output reg [9:0] data_out,
    output reg full,
    output reg empty
);
    parameter DEPTH = 16;
    reg [9:0] buffer[DEPTH-1:0];
    reg [4:0] w_ptr = 0;   
    reg [4:0] r_ptr = 0;   
    reg [5:0] count = 0;   
    always @(posedge clk or posedge rst) begin
        if (rst) begin
            w_ptr <= 0;
            r_ptr <= 0;
            count <= 0;
            empty <= 1;
            full <= 0;
        end else begin
            if (write_en && !full) begin
                buffer[w_ptr] <= data_in;
                if (w_ptr == DEPTH-1) begin
                    w_ptr <= 0;   
                end else begin
                    w_ptr <= w_ptr + 1;
                end
                count <= count + 1;
                empty <= 0;   
            end
            if (read_en && !empty) begin
                data_out <= buffer[r_ptr];
                if (r_ptr == DEPTH-1) begin
                    r_ptr <= 0;   
                end else begin
                    r_ptr <= r_ptr + 1;
                end
                count <= count - 1;
                if (count == 1) begin
                    empty <= 1;   
                end
            end
            full <= (count == DEPTH);
        end
    end
endmodule
--- flow/run.sh ---
#!/bin/bash
# OpenROAD 26Q1-2900-gdf79404cd8, Yosys 0.63+post, stock flow scripts
make -C /OpenROAD-flow-scripts/flow DESIGN_CONFIG=/design/flow/config.mk WORK_HOME=/design/flow/orfs finish
==> results_slide.txt <==
Run Summary

Floorplanning
  • Die Height: 160 um
  • Core footprint: 0.0244 mm^2
  • Die Area: 0.0255 mm^2
  • Die X: 160 um
  • Io pins: 26
  • Row count: 57
  • Fp util: 30.6%

Final layout
  • Top cells excl fill/tap: edfxtp_1, nand2_1, buf_4, nor2_1, a22oi_1
  • Filler instances: 2266
  • Dominant logic cell type in the layout: edfxtp_1
  • Layout area overhead: 18.1%
  • Share of layout cells above drive strength 1: 12.9%

Setup path
  • CP Max Fanout: 16
  • CP required: 2.84 ns
  • Critical path class: reg2reg
  • Crit. End Element: flop
  • Critical Path Start Type: flop
  • Crit path DAT: 2.66 ns

CTS
  • CTS root buf: clkbuf_16
  • Resize count post-CTS: 0
  • Clk latency of the worst-skew pair: 0.42 ns
  • Clk sink count: 188
  • CTS Buffer Depth: 2
  • Number of post-CTS setup repair buffers: 0
  • Clk pin slew, worst setup/hold paths: 0.06 ns
  • CTS tree: built
  • Hold buffers post-CTS: 0
  • H-tree depth: 4
  • Num CTS Buffers: 17

Global routing
  • Initial antenna violation count: 0
  • Grt ovf: 0
  • Global-route wire length before repair: 27.7 mm
  • Total GRT Usage: 15.5%
  • Vias in the first global route: 4670
  • Largest net degree at the start of global routing: 41

Synth
  • Cell variety after synth: 47
  • Post-synthesis cell count: 491
  • Ys Warns: 2
  • Yosys Instances: 491
  • Ys flops: 188
  • Asr flop ratio synth: 9.57%
  • Avg Inst Size Synth: 15.2 um^2
  • Post-synth EDFFs: 170
  • Seq/Total Area, Yosys: 74.4%
  • Ys flop type: edfxtp_1
  • Yosys stat chip area: 0.00747 mm^2
  • Synth Cell Area: 0.00747 mm^2

Timing
  • Setup_tns: 0 ns
  • Final setup fails: 0
  • Least-Margin Pin Slew: 0.895 ns
  • Fmax: 414 MHz
  • Final Cycle Share: 93.0%
  • Unrepaired setup endpoints after global routing: no
  • Relative slew margins: 40.3%
  • Fin. max-slew vios: 0
  • Final worst slack: 0.182 ns
  • Final Hold Vio Count: 0
  • Clock Skew: 0.00563 ns
  • Fin crit period: 2.42 ns

Min path
  • Min-delay worst type: reg2reg

Placed design
  • IO Port Bufs: 25
  • Dpl hpwl: 12.0 mm
  • Pre-CTS WS: 0.211 ns
  • Final GP Congestion: 0.904

Route
  • DRC viols: 0
  • Routed Antenna Nets: 0
  • Vias post-DR: 4460
  • Drt first pass iters: 6
  • Drt wl/cell: 20.5 um
  • Final WL: 18.1 mm
  • Iteration-0 DRC Markers: 397
  • Antenna cell count: 0
  • Via-per-instance ratio: 5.05

Status
  • Status: completed

Power
  • P per Cell Area: 1020 mW/mm^2
  • Peak supply drop: 0.453 mV
  • Leak Pwr: 2.93 nW

Flow run
  • Tool Warnings: 34
  • Max-cap violations: 0
[cell type report]
cell class                      count  area, um^2  area share, %
Inverter                            9        33.8          0.383
Timing Repair Buffer               65         563           6.39
Multi-Input combinational cell    265        1720           19.5
Clock buffer                       19         433           4.91
Sequential cell                   188        5560           63.0
Tap cell                          324         405           4.60
Clock inverter                     13         103           1.16
[cell usage after synthesis (all sizes together), types with 2 or more instances]
library cell	number	area [um^2]
o22ai	6	37.5
a221o	7	70.1
a221oi	10	87.6
a22oi	27	203
o211ai	2	15.0
xnor2	7	61.3
a21oi	16	80.1
nand2	51	191
clkbuf	9	33.8
a21boi	6	45.0
nor2	36	135
dfrtp	17	425
inv	9	33.8
mux2i	9	90.1
nor2b	5	31.3
nand3	4	20.0
nand2b	6	45.0
a31oi	14	87.6
a222oi	11	110
nor3	7	35.0
o41ai	2	17.5
buf	20	125
ha	12	150
o21ai	8	40.0
edfxtp	170	5100
[critical path, stage by stage (launching register included)]
cell      delay [ns]
dfrtp_1         0.41
inv_1           0.14
ha_1            0.68
buf_4           0.30
nand2_1         0.08
a221oi_1        0.31
a311oi_1        0.09
a21oi_1         0.22
[sequential cells by signal (all words and copies together) (netlist names)]
signal / cells
buffer: 160
data_out: 10
count: 6
r_ptr: 5
w_ptr: 5
empty: 1
full: 1
[cell families after synthesis]
logic type                 synth area share, %
DFF                                       74.4
AOI/OAI and AO/OA                         11.8
and+or+nand+nor                           6.90
buffers and inverters                     2.58
adders and majority gates                 2.01
muxes                                     1.51
xor gates and xnor gates                 0.821
[report_power, final]
part,internal (mW),switching [mW]
clock,1.30,1.04
sequential,3.65,0.278
combinational,1.06,1.62
total,6.02,2.94
[through the flow]
step / std cells / utilization (%) / power, mW / hold WS, ns / cell area, um^2
2_1_floorplan: 491 / - / 5.65 / 0.439 / 7470
3_3_place_gp: 851 / 34.0 / 6.62 / 0.465 / 8280
3_5_place_dp: 851 / 34.0 / 6.66 / 0.469 / 8280
4_1_cts: 883 / 36.1 / 9.00 / 0.477 / 8820
5_1_grt: 883 / 36.1 / 9.41 / 0.486 / 8820
6_report: 883 / 36.1 / 8.96 / 0.476 / 8820
[worst paths after layout]
kind | slack [ns] | start | cells after the start | to
max | 0.18 | r_ptr[1]$_DFFE_PP0P_ | 7 | data_out[5]$_DFFE_PP_
min | 0.48 | empty$_DFF_PP1_ | 2 | empty$_DFF_PP1_
max reg2reg | 0.18 | r_ptr[1]$_DFFE_PP0P_ | 7 | data_out[5]$_DFFE_PP_
min reg2reg | 0.48 | empty$_DFF_PP1_ | 2 | empty$_DFF_PP1_
max in group asynchronous | 1.54 | rst | 2 | r_ptr[1]$_DFFE_PP0P_
min in group asynchronous | 0.60 | rst | 2 | w_ptr[2]$_DFFE_PP0P_
[layer usage]
| layer | routed length (um) | vias to the layer above | global-route usage, % |
|---|---|---|---|
| li1 | - | 2036 | - |
| met1 | 7090 | 2168 | 20.2 |
| met2 | 8220 | 232 | 23.2 |
| met3 | 2310 | 24 | 8.92 |
| met4 | 457 | 0 | 3.67 |
| met5 | 0 | - | 0 |
Power is estimated from default activity; no workload was simulated.
